==> /design/flow/design.v <==
module FrequencyGenerator
#(
	parameter BASE_CLK = 50000000,	 
	parameter TARGET_FREQUENCY = 1000,	 
	parameter MAXIMUM_VALUE = CountValue(TARGET_FREQUENCY,BASE_CLK),	 
	parameter NBITS_FOR_COUNTER = CeilLog2(MAXIMUM_VALUE)					 
)
(
	input clk,		 
	input reset,	 
	input enable,	 
	output flag		 
);
bit MaxValue_Bit;	 
logic [NBITS_FOR_COUNTER-1 : 0] Count_logic;	 
	always_ff@(posedge clk or negedge reset) begin
		if (reset == 1'b0)
			begin
			Count_logic <= {NBITS_FOR_COUNTER{1'b0}};	 
			MaxValue_Bit <= 1'b0;							 
			end
		else begin
				if(enable == 1'b1)			 
					if(Count_logic == MAXIMUM_VALUE - 1)		 
						begin
						Count_logic <= 0;		 
						MaxValue_Bit <= ~(MaxValue_Bit);	 
						end
					else
						Count_logic <= Count_logic + 1'b1;	 
		end
	end
assign flag = MaxValue_Bit;		 
     function integer CeilLog2;	 
	  input integer data;			 
       integer i,result;
       begin
          for(i=0; 2**i < data; i=i+1)	 
             result = i + 1;
          CeilLog2 = result;
       end
    endfunction
	function integer CountValue;	 
		input integer frequency;	 
		input integer base_clk;		 
		integer result;				
		result = base_clk/(2*frequency);	 
		CountValue = result;
	endfunction
 endmodule 
==> /design/flow/constraint.sdc <==
current_design FrequencyGenerator

set clk_period 2.9
set clk_io_pct 0.2

create_clock -name clk0 -period $clk_period [get_ports {clk}]

set non_clock_inputs [all_inputs -no_clocks]
set_input_delay [expr $clk_period * $clk_io_pct] -clock clk0 $non_clock_inputs
set_output_delay [expr $clk_period * $clk_io_pct] -clock clk0 [all_outputs]
==> /design/flow/run.sh <==
#!/bin/bash
# OpenROAD 26Q1-2900-gdf79404cd8, Yosys 0.63+post, stock flow scripts
make -C /OpenROAD-flow-scripts/flow DESIGN_CONFIG=/design/flow/config.mk WORK_HOME=/design/flow/orfs finish
==> /design/flow/config.mk <==
export PLATFORM = sky130hd
export DESIGN_NAME = FrequencyGenerator
export DESIGN_NICKNAME = FrequencyGenerator
export VERILOG_FILES = /design/flow/design.v
export SDC_FILE = /design/flow/constraint.sdc
export NUM_CORES = 4
export LEC_CHECK = 1
export CORE_AREA = 10 10 73 73
export DIE_AREA = 0 0 83 83
==> summary.txt <==
run results: status finished, final reports clean, post-synthesis sequential area ratio around half, final slew viol count 0, area share, top type between 50% and 60%, initial antenna violation count 0, Skew-Pair Late Insertion Delay 0.24 ns, Synth warnings 1, clk sinks 16, Reg clk slew, reported paths about 0.060 ns, num rows 22, area grow syn2layout 14.83%, area leader, netlist dfrtp_1, syn_area_per_cell ~11 µm², Avg WL per Cell just over 10 µm, crit start category input port, Final min period 1.967 ns, CP required between 3 and 4 ns, Hold Path End MaxValue_Bit$_DFFE_PN0P_, GPL Wtd Cong ~0.86, ant diodes 0, drt first-iter violations 26, Critical Path Fanout Max 9, Post-CTS Resized 0, post-route ant nets 0, reg-to-reg slack, setup 0.94 ns, fraction of layout cells with a size suffix above 1 approximately 6.4%, synthesized area slightly below 800 µm², Slew headroom approximately 51%, reg2reg end MaxValue_Bit$_DFFE_PN0P_, final setup TNS 0 ns, Pre-antenna DRT Iters 4, ys flops 16, final setup vio count 0, root buf cell clkbuf_8, post-synth area from yosys stat between 700 and 800 µm², Syn Inst Count approximately 74, CTS Buf Count 3, R2R cell count 5, Clock Path Buffers 2, total number of vias approximately 550, Die Ht 83 µm, first-pass GRT wire length 2532 µm, Core ar. 3744 µm², IO buf count 3, Die ar. 6889 µm², GRT Total Usage under 10%, crit path DAT between 2 and 2.5 ns, Hold Path Cell Cnt 1, dpl ws around 0.7 ns, Die W 83 µm, I/O pins 4, P_leak 0.3689 nW, gr ovfl total 0, RSZ-0062 raised after global routing false, HP Class flip-flop to flip-flop, Clock Skews slightly above 0.0008 ns, nature of the critical path endpoint flip-flop, placed cell areas ~860 µm², Log Warnings 25, CTS tree done, vias in the first global route roughly 570, r2r startpoint Count_logic[0]$_DFFE_PN0P_, DR vias/cell 4.349, synth top area cells dfrtp_1, xnor2_1, xor2_1, final period utilization between 60% and 70%, # hold bufs at CTS 0, Pwr Density 583.7 nW/µm², Final Hold Fails 0, Post-Route WL approximately 1300 µm, synth unique cells 28, Peak VDD IR around 250 µV, Worst Hold Launch MaxValue_Bit$_DFFE_PN0P_, FP Util approximately a fifth, # Cells Yosys 74, setup ws final 0.9331 ns, max cap viols 0, maximum number of pins on one net before global-route repair 17, # Post-CTS Setup Buffers 0, H-tree Lvls 1, Tightest Pin Transition approximately 0.73 ns, design area 900.9 µm², Remaining DRCs 0, fin util approximately a quarter, hpwl dp roughly 950 µm, critical path class input port to flip-flop, fmax between 500 and 600 MHz
[metal layers]
layer	track usage (%)	routed length, µm
met1	5.675	650
met4	0.7692	8
met2	6.075	578
met5	0	0
met3	0.9843	44
[worst max-delay path, stage by stage]
cell and delay, ns:
clkdlybuf4s50_1 0.62, nand4_1 0.30, nor4_1 0.37, xnor2_1 0.16, nor2_1 0.06
[sequential cells by signal, indices dropped and copies added, names as in the netlist]
signal,cells
MaxValue_Bit,1
Count_logic,15
[cell families after synthesis]
group | synth area share, %
flops | 51.04
xor+xnor | 14.35
fa+ha+maj | 1.595
mux | 1.276
simple gates | 25.20
buf+inv | 2.871
compound gates | 3.669
[worst max path at each step]
stage                             end  cells past startpoint  slack [ns]                  startpoint
4_1_cts      MaxValue_Bit$_DFFE_PN0P_                      5        0.94  Count_logic[0]$_DFFE_PN0P_
6_report  Count_logic[13]$_DFFE_PN0P_                      5        0.93                      enable
5_1_grt   Count_logic[13]$_DFFE_PN0P_                      5        0.78                      enable
[cell usage in the layout (no fill, tap or decap), drive strengths merged, types with 2 or more instances in the layout]
master and instances:
xor2 5, nand4 4, nor2 7, inv 2
nand3 3, dfrtp 16, nor4 2, a21oi 2
xnor2 7, or4bb 2, nor3 3, nand2 7
clkbuf 3, clkdlybuf4s50 3
[metrics by stage]
step | total power [mW] | hold slack, ns | std cells
2_1_floorplan | 0.3497 | 0.2844 | 74
4_1_cts | 0.5350 | 0.5040 | 126
5_1_grt | 0.5620 | 0.5320 | 126
6_report | 0.5258 | 0.5009 | 126
3_5_place_dp | 0.3717 | 0.4930 | 123
3_3_place_gp | 0.3719 | 0.4888 | 123
[power by group]
group,switching [mW],internal (mW),total (mW)
registers,0.0423,0.257,0.299
logic,0.0328,0.0378,0.0706
clock network,0.0643,0.0917,0.156
total,0.139,0.386,0.526
[cell usage after synthesis]
| master | number |
|---|---|
| dfrtp_1 | 16 |
| nand2_1 | 7 |
| nor2_1 | 7 |
| xnor2_1 | 7 |
| nand4_1 | 4 |
| xor2_1 | 4 |
| nand3_1 | 3 |
| nor3_1 | 3 |
| a21oi_1 | 2 |
| inv_1 | 2 |
| or4bb_1 | 2 |
| and2_1 | 1 |
| and3_1 | 1 |
| buf_6 | 1 |
| clkbuf_1 | 1 |
| ha_1 | 1 |
| mux2i_1 | 1 |
| nand2b_1 | 1 |
| nor4_1 | 1 |
| nor4_2 | 1 |
| o21ai_0 | 1 |
| o22ai_1 | 1 |
| o31ai_1 | 1 |
| or2_1 | 1 |
| or3_1 | 1 |
| or4_1 | 1 |
| or4b_1 | 1 |
| xor2_2 | 1 |
[layout make-up]
cell class,instances,area (µm²)
Inverter,2,7.507
Sequential cell,16,400.4
Multi-Input combinational cell,54,361.6
Fill cell,408,2843
Clock buffer,3,41.29
Tap cell,48,60.06
Timing Repair Buffer,3,30.03
No activity file was given, so power comes from the tool's default toggle rates.
